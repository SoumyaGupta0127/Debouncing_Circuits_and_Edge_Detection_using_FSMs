File: config.mk
export PLATFORM = sky130hd
export DESIGN_NAME = button_fpga
export DESIGN_NICKNAME = button_fpga
export VERILOG_FILES = /design/flow/design.v
export SDC_FILE = /design/flow/constraint.sdc
export NUM_CORES = 4
export LEC_CHECK = 1
export CORE_UTILIZATION = 30
File: run.sh
#!/bin/bash
# OpenROAD 26Q1-2900-gdf79404cd8, Yosys 0.63+post, stock flow scripts
make -C /OpenROAD-flow-scripts/flow DESIGN_CONFIG=/design/flow/config.mk WORK_HOME=/design/flow/orfs finish
File: design.v
`timescale 1ns / 1ps
module button(
    input clk,
    input reset_n,
    input noisy_input,
    output debounced_output,
    output p_edge,
    output n_edge,
    output any_edge
    );
    debouncer_delayed DD(
        .clk(clk),
        .reset_n(reset_n),
        .noisy_input(noisy_input),
        .debounced_output(debounced_output)
    );
    edge_detector ED(
        .clk(clk),
        .reset_n(reset_n),
        .in(debounced_output),
        .p_edge(p_edge),
        .n_edge(n_edge),
        .any_edge(any_edge)
    );
endmodule  
`timescale 1ns / 1ps
module button_fpga(
    input clk,
    input reset_n,
    input button_input,
    output [7:0] AN,
    output [6:0] sseg,
    output DP
    );
    wire p_edge_deb;
    wire [3:0] Q_deb;
    button DEBOUNCED_BUTTON (
        .clk(clk),
        .reset_n(reset_n),
        .noisy_input(button_input),
        .debounced_output(),
        .p_edge(p_edge_deb),
        .n_edge(),
        .any_edge()
    );
    udl_counter #(.BITS(4)) DEBOUNCED_BUTTON_COUNTER (
        .clk(clk),
        .reset_n(reset_n),
        .en(p_edge_deb),
        .up(1'b1),
        .load(),
        .D(),
        .Q(Q_deb)
    );
    wire p_edge_undeb;
    wire [3:0] Q_undeb;
    edge_detector UNDEBOUNCED_BUTTON(
        .clk(clk),
        .reset_n(reset_n),
        .in(button_input),
        .p_edge(p_edge_undeb),
        .n_edge(),
        .any_edge()
    );
    udl_counter #(.BITS(4)) UNDEBOUNCED_BUTTON_COUNTER (
        .clk(clk),
        .reset_n(reset_n),
        .en(p_edge_undeb),
        .up(1'b1),
        .load(),
        .D(),
        .Q(Q_undeb)
    );
    sseg_driver SSEG_DRIVER(
        .clk(clk),
        .reset_n(reset_n),
        .I0({1'b1, Q_undeb, 1'b0}),
        .I1(6'b000_000),
        .I2(6'b000_000),
        .I3(6'b000_000),
        .I4({1'b1, Q_deb, 1'b0}),
        .I5(6'b000_000),
        .I6(6'b000_000),
        .I7(6'b000_000),
        .AN(AN),
        .sseg(sseg),
        .DP(DP)
    );
endmodule  
`timescale 1ns / 1ps
module debouncer_delayed
    #(parameter timer = 2_000_000)  
    (
    input clk,
    input reset_n,
    input noisy_input,
    output debounced_output
    );
    wire timer_done;
    wire timer_reset;
    timer_parameterized #(.end_at(timer - 1)) TIMER(
        .clk(clk),
        .reset_n(~timer_reset),
        .en(~timer_reset),
        .timer_done(timer_done)
    );
    debouncer_delayed_fsm FSM(
        .clk(clk),
        .reset_n(reset_n),
        .noisy_input(noisy_input),
        .timer_done(timer_done),
        .debounced_output(debounced_output),
        .timer_reset(timer_reset)
    );
endmodule  
`timescale 1ns / 1ps
module debouncer_delayed_fsm(
    input clk,
    input reset_n,
    input noisy_input,
    input timer_done,
    output timer_reset,
    output debounced_output
    );
    reg [1 : 0] state_reg, state_next;
    parameter s0 = 0;
    parameter s1 = 1;
    parameter s2 = 2;
    parameter s3 = 3;
    always @(posedge clk, negedge reset_n)
    begin
        if (~reset_n)
            state_reg <= 0;
        else
            state_reg <= state_next;
    end
    always @(*)
    begin
        state_next = state_reg;
        case(state_reg)
            s0: if (~noisy_input)
                    state_next = s0;
                else if (noisy_input)
                    state_next = s1;
            s1: if (~noisy_input)
                    state_next = s0;
                else if (noisy_input & ~timer_done)
                    state_next = s1;
                else if (noisy_input & timer_done)
                    state_next = s2;
            s2: if (~noisy_input)
                    state_next = s3;
                else if (noisy_input)
                    state_next = s2;
            s3: if (noisy_input)
                    state_next = s2;
                else if (~noisy_input & ~timer_done)
                    state_next = s3;
                else if (~noisy_input & timer_done)
                    state_next = s0;
            default: state_next = s0;                                             
        endcase
    end
    assign timer_reset = (state_reg == s0) | (state_reg == s2);
    assign debounced_output = (state_reg == s2) | (state_reg == s3);
endmodule  
`timescale 1ns / 1ps
module decoder_generic
    #(parameter N = 3)
    (
    input [N - 1:0] w,
    input en,
    output reg [0: 2 ** N - 1] y
    );
    always @(w, en)
    begin
        y = 'b0;  
        if (en)
            y[w] = 1'b1;
        else
            y = 'b0;  
    end
endmodule  
`timescale 1ns / 1ps
module edge_detector(
    input clk,
    input reset_n,
    input in,
    output p_edge,
    output n_edge,
    output any_edge
    );
    reg state_reg, state_next;
    parameter s0 = 0;
    parameter s1 = 1;
    always @(posedge clk, negedge reset_n)
    begin
        if (~reset_n)
            state_reg <= s0;
        else
            state_reg <= state_next;
    end
    always @(*)
    begin
        case(state_reg)
            s0: if (in)
                    state_next = s1;
                else
                    state_next = s0;
            s1: if (in)
                    state_next = s1;
                else
                    state_next = s0;
            default: state_next = s0;                
        endcase
    end
    assign p_edge = (state_reg == s0) & in;
    assign n_edge = (state_reg == s1) & ~in;
    assign any_edge = p_edge | n_edge;
endmodule  
`timescale 1ns / 1ps
module hex2sseg(
    input [3 : 0] hex,
    output reg [6 : 0] sseg  
    );
    always @(hex)
        case(hex)  
            0: sseg = 7'b1000000;
            1: sseg = 7'b1111001;            
            2: sseg = 7'b0100100;             
            3: sseg = 7'b0110000;              
            4: sseg = 7'b0011001;             
            5: sseg = 7'b0010010;             
            6: sseg = 7'b0000010;             
            7: sseg = 7'b1111000;             
            8: sseg = 7'b0000000;             
            9: sseg = 7'b0010000;             
            10: sseg = 7'b0001000;             
            11: sseg = 7'b0000011;             
            12: sseg = 7'b1000110;             
            13: sseg = 7'b0100001;             
            14: sseg = 7'b0000110;             
            15: sseg = 7'b0001110;             
        endcase
endmodule  
`timescale 1ns / 1ps
module mux_8x1_nbit
    #(parameter N = 3)
    (
    input [N - 1 : 0] w0, w1, w2, w3, w4, w5, w6, w7,
    input [2 : 0] s,
    output reg [N - 1 : 0] f
    );
    always @(w0, w1, w2, w3, w4, w5, w6, w7, s)
    begin
        f = 'bx;                 
        case(s)
            3'b000: f = w0;                
            3'b001: f = w1;
            3'b010: f = w2;
            3'b011: f = w3;
            3'b100: f = w4;
            3'b101: f = w5;
            3'b110: f = w6;
            3'b111: f = w7;
            default: f = 'bx;
        endcase              
    end
endmodule  
`timescale 1ns / 1ps
module sseg_driver(
    input clk,
    input reset_n,
    input [5:0] I0, I1, I2, I3, I4, I5, I6, I7,
    output [7:0] AN,
    output [6:0] sseg,
    output DP
    );
    wire timer_tick;
    wire [2:0] sel;
    wire [5:0] D_out;
    wire [7:0] AN_n;
    udl_counter #(.BITS(3)) UP_COUNTER(
        .clk(clk),
        .reset_n(reset_n),
        .en(timer_tick),
        .up(1'b1),
        .load(1'b0),
        .D(),
        .Q(sel)        
    );
    timer_parameterized #(.end_at(104_165)) TIMER(
        .clk(clk),
        .reset_n(reset_n),
        .en(1'b1),
        .timer_done(timer_tick)        
    );
    decoder_generic #(.N(3))DECODER(
        .w(sel),
        .en(D_out[5]),
        .y(AN_n)
    );
    assign AN = ~AN_n;
    mux_8x1_nbit #(.N(6)) MUX8X1(
        .w0(I0),
        .w1(I1),
        .w2(I2),
        .w3(I3),
        .w4(I4),
        .w5(I5),
        .w6(I6),
        .w7(I7),
        .s(sel),
        .f(D_out)        
    );
    hex2sseg HEX_DECODER(
        .hex(D_out[4:1]),
        .sseg(sseg)
    );
    assign DP = ~D_out[0];
endmodule  
`timescale 1ns / 1ps
module timer_parameterized
    #(parameter end_at = 255)
    (
    input clk,
    input reset_n,
    input en,
    output timer_done
    );
    localparam BITS = $clog2(end_at);
    reg [BITS - 1 : 0] Q_reg, Q_next;
    always @(posedge clk, negedge reset_n)
    begin
        if (~reset_n)
            Q_reg <= 'b0;
        else if(en)
            Q_reg <= Q_next;
        else
            Q_reg <= Q_reg;
    end
    always @(*)
        Q_next = timer_done? 'b0: Q_reg + 1;
    assign timer_done = (Q_reg == end_at);
endmodule  
`timescale 1ns / 1ps
module udl_counter
    #(parameter BITS = 4)(
    input clk,
    input reset_n,
    input en,
    input up,
    input load,
    input [BITS - 1:0] D,
    output [BITS - 1:0] Q
    );
    reg [BITS - 1:0] Q_reg, Q_next;
    always @(posedge clk, negedge reset_n)
    begin
        if (~reset_n)
            Q_reg <= 'b0;
        else if(en)
            Q_reg <= Q_next;
        else
            Q_reg <= Q_reg;
    end
    always @(Q_reg, up, load, D)
    begin
        Q_next = Q_reg;
        casex({load,up})
            2'b00: Q_next = Q_reg - 1;
            2'b01: Q_next = Q_reg + 1;
            2'b1x: Q_next = D;
            default: Q_next = Q_reg;
        endcase       
    end
    assign Q = Q_reg;
endmodule  
File: constraint.sdc
current_design button_fpga

set clk_period 2.7
set clk_io_pct 0.2

create_clock -name clk0 -period $clk_period [get_ports {clk}]

set non_clock_inputs [all_inputs -no_clocks]
set_input_delay [expr $clk_period * $clk_io_pct] -clock clk0 $non_clock_inputs
set_output_delay [expr $clk_period * $clk_io_pct] -clock clk0 [all_outputs]
==> impl_metrics.yaml <==
# yosys + openroad results
run_status:
  status: "finished, violations left"
  violations: "negative setup slack"
final_timing:
  finClkSkew_ns: 0.0117
  worst_slew_pin_slew_ns: 0.622
  fin_crit_sh_pct: 115
  clock.fmax_mhz: 323
  fin_ws_ns: -0.392
  slew_viol_final: 0
  fin_crit_ns: 3.09
  hold_viol: 0
  setup_viol_count_final: 7
  rsz0062_at_grt: "yes"
  maxSlewHeadroom_pct: 58.4
logic_synthesis:
  async_reset_ff_share_pct: 100
  ys_seq_share_pct: 45.6
  yosys_warnings: 22
  synthTopCellsByCount: "54 x dfrtp_1, 36 x nand2_1, 36 x nor2_1"
  syn_inst: 311
  synth_area_leader_cell: "dfrtp_1"
  synth.distinct_cells: 48
  synth_flops: 55
  area_leaders: "dfrtp_1 45%, xnor2_1 7.8%, ha_1 6.6%"
  ys_cells: 311
  ys_area_mm2: 0.00302
  ff_type: "dfrtp_1"
  most_common_cell: "dfrtp_1"
  synth_area_mm2: 0.00302
  avgSynthCellArea_um2: 9.70
  top_area_share_pct: 44.8
  edf_count: 0
pwr:
  power.total_uw: 2920
  cellLeakagePower_uw: 0.00183
  p_per_area_mw_per_mm2: 710
  ir_worst_vdd_uv: 430
layout:
  largest_reg_flops: 21
  seq_area_mm2: 0.00138
  n_fill_cell: 909
  design_area_mm2: 0.00411
  layout.cells.non_filler: 518
  area_growth_pct: 36.1
  logic_area_mm2: 0.00182
  drive_above_1_share_pct: 33.0
grt:
  antenna_found_initial: 0
  grt_pass1_vias: 2379
  grt_max_degree: 35
  overflow: 0
  grtUsageTotal_pct: 12.5
  grt_pass1_wl_mm: 10.5
placement:
  gp_congestion: 0.824
  dp.cells: 484
  io_buffers: 17
  dpl_cell_area_mm2: 0.00353
  dpl.hpwl_mm: 3.83
  place_ws_ns: -0.553
die:
  chipArea_mm2: 0.0105
  core_area_mm2: 0.00977
  initial_utilization_pct: 30.9
  rows: 36
  fp.dieH_um: 102
  ioPinCount: 19
  die_w_um: 102
worst_setup_path:
  cpPeakStageDelay_ns: 0.54
  start_kind: "flop"
  cp_cell_sequence: "ha_4, ha_4, or4b_4, o21ai_4, a21oi_2, buf_4, xnor2_2, a221oi_2, buf_2"
  critPathArrivalTime_ns: 2.55
  worstReg2RegStart: "DEBOUNCED_BUTTON.DD.TIMER.Q_reg[7]"
  path_class: "flop to primary output"
  slowest_stage: "or4b_4"
  required_ns: 2.16
  critPathLaunch: "SSEG_DRIVER.UP_COUNTER.Q_reg[0]"
  worst_setup_path_end_kind: "primary output"
  cp_common_cell: "ha_4"
  cp_max_fo: 4
hold_path:
  min_from: "UNDEBOUNCED_BUTTON_COUNTER.Q_reg[3]"
  hold_path.class: "flop to flop"
cts:
  numCtsBuffers: 5
  clockBufferDepth: 2
  path_clk_slew_ns: 0.11
  cts_root_buf: "clkbuf_8"
  htreeDepth: 2
  cts.sinks: 55
  cts_tree: "built"
  hold_buffers: 0
  clk_latency_ns: 0.31
routing:
  post_drt_wl_per_cell_um: 11.5
  avgViaCountPerCell: 4.69
  drc_errors: 0
  vias: 2430
  antenna_cells: 0
  routed_wl_mm: 5.95
  first_iter_violations: 39
  postRouteAntennaNets: 0
  dr.pass1.iters: 4
job:
  drv_cap: 0
  warnings: 36
[layout by cell type (no fill, tap or decap), types with 3 or more instances in the layout]
| master | synthesis | final |
|---|---|---|
| nand3_1 | 20 | 18 |
| ha_4 | 0 | 9 |
| and3_1 | 7 | 6 |
| dfrtp_1 | 54 | 53 |
| xor2_1 | 11 | 11 |
| clkdlybuf4s50_1 | 0 | 3 |
| o21ai_1 | 0 | 3 |
| nor2_1 | 36 | 34 |
| a21oi_1 | 7 | 4 |
| clkbuf_8 | 0 | 5 |
| nor4_1 | 3 | 3 |
| and4_1 | 3 | 3 |
| nand4_1 | 8 | 8 |
| nor3_2 | 1 | 3 |
| buf_6 | 2 | 19 |
| clkbuf_2 | 0 | 4 |
| inv_2 | 0 | 4 |
| buf_4 | 1 | 36 |
| xnor2_1 | 27 | 26 |
| nand2_1 | 36 | 31 |
| nor3_1 | 7 | 5 |
| ha_1 | 16 | 7 |
| buf_2 | 2 | 9 |
| o21ai_0 | 10 | 6 |
| nand4b_1 | 3 | 3 |
| inv_1 | 14 | 9 |
| nand2_2 | 0 | 5 |
| a21oi_2 | 0 | 3 |
| nand2b_1 | 4 | 4 |
[per-layer routing]
metal  routed length (um)  vias up  part of all wire (%)  track usage (%)
met5                    0        -                     0                0
met4                   19        0                  0.32            0.769
met3                  143        2                   2.4             1.88
met2                 2610       26                    44             20.2
met1                 3180     1175                    53             19.1
li1                     -     1227                     -                -
[worst max-delay path: cells and delay by family (launching register included)]
kind	cells	cell delay, ns
AND/OR/NAND/NOR	1	0.54
AND-OR/OR-AND	3	0.51
flip-flops	1	0.46
adder cells (fa/ha/maj)	2	0.34
buffers and inverters	2	0.28
XOR/XNOR	1	0.12
[cells by family (layout without fill, tap and decap cells)]
| group | after synthesis | in the layout | synth area share (%) |
|---|---|---|---|
| fa+ha+maj | 16 | 16 | 6.63 |
| compound gates | 31 | 31 | 6.80 |
| buf+inv | 20 | 94 | 3.19 |
| xor+xnor | 38 | 38 | 11.0 |
| other cells | 1 | 1 | 0.124 |
| simple gates | 146 | 146 | 25.2 |
| mux | 4 | 4 | 1.37 |
| flops | 55 | 55 | 45.6 |
[report_power, final]
group,total (uW),internal (uW),switching (uW)
Combinational,1340,754,585
Sequential,1110,953,153
Clock,471,191,280
[final cells by class]
class / instances / share of cell area [%]
Multi-Input combinational cell: 236 / 44.3
Sequential cell: 55 / 33.6
Timing Repair Buffer: 72 / 14.4
Tap cell: 133 / 4.05
Clock buffer: 5 / 1.68
Inverter: 14 / 1.40
Clock inverter: 3 / 0.670
[stage by stage]
step,hold slack (ns),setup TNS (ns),utilization (%)
global route,0.508,-3.45,42.0
global placement,0.470,-3.05,36.1
finish,0.481,-2.20,42.0
CTS,0.487,-1.99,41.4
detailed placement,0.468,-3.31,36.1
floorplan,0.244,0,-
[path summary, 6_finish.rpt]
| kind | end | slack (ns) | cells after the start |
|---|---|---|---|
| max | sseg[0] | -0.39 | 9 |
| min | UNDEBOUNCED_BUTTON_COUNTER.Q_reg[3] | 0.48 | 1 |
| max reg2reg | DEBOUNCED_BUTTON.DD.TIMER.Q_reg[15] | 0.55 | 5 |
| min reg2reg | UNDEBOUNCED_BUTTON_COUNTER.Q_reg[3] | 0.48 | 1 |
| max in group asynchronous | DEBOUNCED_BUTTON.DD.TIMER.Q_reg[18] | 1.69 | 3 |
| min in group asynchronous | SSEG_DRIVER.TIMER.Q_reg[14] | 0.62 | 2 |
[what timing repair did]
| action | in CTS | in global routing |
|---|---|---|
| pin swaps | 33 | 5 |
| hold endpoints to repair | 0 | 0 |
| setup buffers | 23 | 6 |
| resized | 107 | 16 |
| endpoints found under the setup margin | 14 | 14 |
| cloned | 0 | 0 |
Power and IR drop assume default switching activity.
