$ cat flow/run.sh
#!/bin/bash
# OpenROAD 26Q1-2900-gdf79404cd8, Yosys 0.63+post, stock flow scripts
make -C /OpenROAD-flow-scripts/flow DESIGN_CONFIG=/design/flow/config.mk WORK_HOME=/design/flow/orfs finish
$ cat flow/design.v
`timescale 1ns / 1ps
module debouncer_early
    #(parameter timer = 2_000_000)  
    (
    input clk,
    input reset_n,
    input noisy_input,
    output debounced_output
    );
    wire timer_done;
    wire timer_reset;
    timer_parameterized #(.end_at(timer - 1)) TIMER(
        .clk(clk),
        .reset_n(~timer_reset),
        .en(~timer_reset),
        .timer_done(timer_done)
    );
    debouncer_early_fsm FSM(
        .clk(clk),
        .reset_n(reset_n),
        .noisy_input(noisy_input),
        .timer_done(timer_done),
        .debounced_output(debounced_output),
        .timer_reset(timer_reset)
    );
endmodule  
`timescale 1ns / 1ps
module debouncer_early_fsm(
    input clk,
    input reset_n,
    input noisy_input,
    input timer_done,
    output timer_reset,
    output debounced_output
    );
    reg [1 : 0] state_reg, state_next;
    parameter s0 = 0;
    parameter s1 = 1;
    parameter s2 = 2;
    parameter s3 = 3;
    always @(posedge clk, negedge reset_n)
    begin
        if (~reset_n)
            state_reg <= 0;
        else
            state_reg <= state_next;
    end
    always @(*)
    begin
        state_next = state_reg;
        case(state_reg)
            s0: if (~noisy_input)
                    state_next = s0;
                else if (noisy_input)
                    state_next = s1;
            s1: if (~noisy_input)
                    state_next = s1;
                else if (noisy_input & ~timer_done)
                    state_next = s1;
                else if (noisy_input & timer_done)
                    state_next = s2;
            s2: if (~noisy_input)
                    state_next = s3;
                else if (noisy_input)
                    state_next = s2;
            s3: if (noisy_input)
                    state_next = s3;
                else if (~noisy_input & ~timer_done)
                    state_next = s3;
                else if (~noisy_input & timer_done)
                    state_next = s0;
            default: state_next = s0;                                             
        endcase
    end
    assign timer_reset = (state_reg == s0) | (state_reg == s2);
    assign debounced_output = (state_reg == s1) | (state_reg == s2);
endmodule  
`timescale 1ns / 1ps
module timer_parameterized
    #(parameter end_at = 255)
    (
    input clk,
    input reset_n,
    input en,
    output timer_done
    );
    localparam BITS = $clog2(end_at);
    reg [BITS - 1 : 0] Q_reg, Q_next;
    always @(posedge clk, negedge reset_n)
    begin
        if (~reset_n)
            Q_reg <= 'b0;
        else if(en)
            Q_reg <= Q_next;
        else
            Q_reg <= Q_reg;
    end
    always @(*)
        Q_next = timer_done? 'b0: Q_reg + 1;
    assign timer_done = (Q_reg == end_at);
endmodule  
$ cat flow/config.mk
export PLATFORM = sky130hd
export DESIGN_NAME = debouncer_early
export DESIGN_NICKNAME = debouncer_early
export VERILOG_FILES = /design/flow/design.v
export SDC_FILE = /design/flow/constraint.sdc
export NUM_CORES = 4
export LEC_CHECK = 1
export CORE_UTILIZATION = 30
$ cat flow/constraint.sdc
current_design debouncer_early

set clk_period 1.1
set clk_io_pct 0.2

create_clock -name clk0 -period $clk_period [get_ports {clk}]

set non_clock_inputs [all_inputs -no_clocks]
set_input_delay [expr $clk_period * $clk_io_pct] -clock clk0 $non_clock_inputs
set_output_delay [expr $clk_period * $clk_io_pct] -clock clk0 [all_outputs]
==> results.py <==
# Auto-generated metrics
metrics = {
    "status": {
        "status": "complete, but fails checks",
        "failed_checks": "setup timing",
    },
    "synth": {
        "yosysWarnings": 2,
        "postSynth.asyncResetShare_pct": 100,
        "netlist_area_um2": 1280,
        "synthMuxAreaShare_pct": 1.66,
        "ys_area_um2": 1280,
        "ys_ff": 25,
        "top_area_cell": "dfrtp_1",
        "synth-adder-area-share_pct": 0.976,
        "top_cells_by_area": "dfrtp_1 (47%), xor2_1 (5.5%), xnor2_1 (4.1%)",
        "synth_cell_types": 38,
        "synthAoiAreaFrac_pct": 8.20,
        "top_cell_area_share_pct": 46.8,
        "seq_area_frac_synth_pct": 48.9,
        "xor_share_pct": 9.56,
        "simple_gate_area_share_pct": 29.2,
        "yosys_cells": 122,
        "synth-edff-count": 0,
        "top_logic_kind": "simple AND/OR/NAND/NOR gates",
        "postSynthAreaPerCell_um2": 10.5,
        "synth-main-ff-cell": "dfrtp_1",
        "netlist_instances": 122,
    },
    "layout": {
        "final_cell_area_um2": 2140,
        "comb_area_um2": 863,
        "register_area_um2": 628,
        "drive_gt1_share_pct": 58.2,
        "largest_reg_flops": 21,
        "syn_to_final_growth_pct": 66.9,
        "n_fill_cell": 312,
    },
    "cts": {
        "htree_num_levels": 1,
        "clk_path_buf_depth": 2,
        "cts_buffers": 3,
        "hold_buffers": 0,
        "cts.sinks": 25,
        "clkLatencyLatePin_ps": 270,
        "clk_pin_slew_worst_paths_ps": 90,
        "cts_tree": "built",
        "cts_root_buf": "clkbuf_8",
    },
    "die": {
        "core-area_um2": 4060,
        "io_pins": 4,
        "dieArea_um2": 4540,
        "fp_util_pct": 31.6,
        "fp.dieW_um": 67.4,
        "row_count": 23,
        "dieHeight_um": 67.4,
    },
    "final_timing": {
        "fin_ws_ps": -616,
        "fin_worst_skew_ps": 4.47,
        "layout_min_cycle_time_ps": 1720,
        "hold_violations": 0,
        "maxSlewHeadroom_pct": 74.3,
        "setup_viol": 26,
        "max_freq_mhz": 583,
        "drv_slew": 0,
        "finalCritPeriodShare_pct": 156,
        "fin_worst_hold_slack_ps": 135,
        "worstMarginPinSlew_ps": 383,
        "rsz0062_at_grt": "true",
    },
    "routing": {
        "vias": 1195,
        "via_per_inst": 5.00,
        "drtAntennaViolNets": 0,
        "drt_iter0_markers": 17,
        "first_pass_iters": 4,
        "antenna_cells": 0,
        "wl_per_cell_um": 14.3,
        "drc": 0,
        "wl_mm": 3.41,
    },
    "min_path": {
        "hp-class": "input port to async pin",
    },
    "power_and_ir_drop": {
        "irDropWorstVdd_v": 0.00145,
        "clkPwrFrac_pct": 19.3,
        "power_frac_seq_pct": 42.4,
        "swShare_pct": 31.0,
        "power_density_nw_per_um2": 1310,
        "comb_power_share_pct": 38.3,
        "leakagePower_nw": 0.919,
        "p_int_mw": 1.93,
        "p_sw_mw": 0.869,
    },
    "global_routing": {
        "grt_first_pass_wirelength_mm": 5.71,
        "overflow": 0,
        "grt_usage_pct": 17.1,
        "grt_pass1_vias": 1195,
        "antenna_found_initial": 0,
        "grt_max_degree": 15,
    },
    "setup_path": {
        "critPathCaptureType": "flip-flop",
        "crit_path_max_fanout": 5,
        "criticalPathCategory": "flip-flop to flip-flop",
        "cp.required_ps": 1280,
        "start_kind": "flip-flop",
        "crit_arrival_ps": 1900,
    },
    "place": {
        "hpwlAfterDp_mm": 2.08,
        "place_congestion": 0.828,
        "placed_area_um2": 1720,
        "io_buffers": 3,
    },
    "run": {
        "drv_cap": 0,
        "warnings": 28,
    },
}
## path summary, 6_finish.rpt
kind                            cells past startpoint  slack, ps              from          endpoint
worst max register to register                      5       -620    TIMER.Q_reg[0]   TIMER.Q_reg[20]
worst min register to register                      2        370  FSM.state_reg[0]    TIMER.Q_reg[4]
min in group clk0                                   1        580   TIMER.Q_reg[12]   TIMER.Q_reg[12]
worst min-delay path                                1        130           reset_n  FSM.state_reg[1]
worst max-delay path                                5       -620    TIMER.Q_reg[0]   TIMER.Q_reg[20]
max in group asynchronous                           5        230  FSM.state_reg[1]    TIMER.Q_reg[9]
## cells in the mapped netlist, types with 2 or more instances
| cell type | number |
|---|---|
| nor2_1 | 13 |
| xor2_1 | 8 |
| xnor2_1 | 6 |
| dfrtp_1 | 24 |
| or4_1 | 3 |
| a21oi_1 | 5 |
| nand3_1 | 7 |
| nand4_1 | 8 |
| nor4bb_1 | 2 |
| nand2_1 | 8 |
| o21ai_0 | 5 |
| o31ai_1 | 4 |
| and4_1 | 4 |
## cell usage in the layout (no fill, tap or decap), types with 2 or more instances in the layout
cell type and count:
a21oi_2 3, and4_4 3, dfrtp_1 23, nand2_1 7, buf_4 53, nand3_4 3, buf_6 7, nor2_1 6
nor4bb_4 2, nor2_2 2, nand3_1 4, nor4_4 2, o31ai_1 3, a21oi_1 2, o21ai_2 3, xnor2_1 5
nor2_4 6, nand4_1 8, xor2_1 8, clkdlybuf4s50_1 2, clkbuf_8 3, or4_4 3
## area by class of cell
class                           count  share of cell area [%]
Sequential cell                    25                    29.3
Clock buffer                        3                    1.93
Clock inverter                      1                   0.234
Multi-Input combinational cell     94                    40.3
Timing Repair Buffer               65                    25.1
Inverter                            1                   0.175
Tap cell                           50                    2.92
## power by group through the flow
stage	Sequential, mW	Clock (mW)	Combinational (mW)
finish	1.19	0.541	1.07
global route	1.21	0.595	1.15
CTS	1.17	0.564	0.915
## worst max-delay path, stage by stage (launching register included)
cell and delay [ps]:
dfrtp_1 410, ha_2 210, nand4_1 200, nor4_4 460, nor2_1 110, nor4b_2 240
## per-layer routing
metal	wire length (um)	track usage, %	vias up	share of wire (%)
li1	-	-	587	-
met4	56	3.19	0	1.6
met1	1710	27.8	589	50
met5	0	0	-	0
met2	1600	25.5	13	47
met3	44	1.54	6	1.3
## through the flow
stage | utilization, % | instances | total power [mW] | TNS [ps] | setup slack [ps]
after floorplan | - | 122 | 1.60 | -5670 | -466
after global placement | 42.5 | 214 | 1.95 | -10630 | -543
after detailed placement | 42.5 | 214 | 1.96 | -10920 | -548
after CTS | 49.2 | 233 | 2.65 | -9760 | -535
after global routing | 52.8 | 239 | 2.95 | -13460 | -673
final | 52.8 | 239 | 2.80 | -11990 | -616
## kinds of logic (layout without fill, tap and decap cells)
| group | after synthesis | count (layout) |
|---|---|---|
| compound gates | 17 | 17 |
| flops | 25 | 25 |
| mux | 2 | 2 |
| fa+ha+maj | 1 | 1 |
| simple gates | 59 | 60 |
| xor+xnor | 14 | 14 |
| buf+inv | 4 | 70 |
## repair_timing
action	CTS	global route
buffers inserted	14	6
endpoints found under the setup margin	26	26
pin swaps	19	8
cloned	1	0
resized	30	24
Power figures rest on the tool's default switching activity, not on a simulated workload.
